`design/flow/config.mk`:
```
export PLATFORM = sky130hd
export DESIGN_NAME = image_blender
export DESIGN_NICKNAME = image_blender
export VERILOG_FILES = /design/flow/design.v
export SDC_FILE = /design/flow/constraint.sdc
export NUM_CORES = 4
export LEC_CHECK = 1
export CORE_UTILIZATION = 30
```
`design/flow/constraint.sdc`:
```
current_design image_blender

set clk_period 9.4
set clk_io_pct 0.2

create_clock -name clk0 -period $clk_period [get_ports {clk}]

set non_clock_inputs [all_inputs -no_clocks]
set_input_delay [expr $clk_period * $clk_io_pct] -clock clk0 $non_clock_inputs
set_output_delay [expr $clk_period * $clk_io_pct] -clock clk0 [all_outputs]
```
`design/flow/run.sh`:
```
#!/bin/bash
# OpenROAD 26Q1-2900-gdf79404cd8, Yosys 0.63+post, stock flow scripts
make -C /OpenROAD-flow-scripts/flow DESIGN_CONFIG=/design/flow/config.mk WORK_HOME=/design/flow/orfs finish
```
`design/flow/design.v`:
```
module HA(
    output Sum,
    output Carry,
    input A,
    input B
);
    assign Sum = A&(~B) | (~A)&B;
    assign Carry = A & B;
endmodule
module FA(
    output Sum,
    output Carry,
    input A,
    input B,
    input C
);
    wire I;
    assign I = (~A)&B | A&(~B);
    assign Sum = (~I)&C | I&(~C);
    assign Carry = A&B | C&I;
endmodule
module comp4x2(
    output sum_out,
    output carry,
    input x1,
    input x2,
    input x3,
    input x4
);
    wire w1, w2;
    wire [1:0] op;
    assign w1 = x1 | x2;
    assign w2 = x3 | x4;
    assign op[1] = w1 & w2;
    assign op[0] = w1 | w2;
    assign carry = op[1];
    assign sum_out = op[0];
endmodule
module multiplier(
    output [15:0] w,
    input [7:0] num1,
    input [7:0] num2
);
    wire a[7:0][7:0];
    genvar i,j;
    generate
        for(i=0; i<8; i=i+1)
        begin
            for(j=0; j<8; j=j+1)
            begin
                assign a[i][j] = num1[i] & num2[j];
            end
        end
    endgenerate
    wire p[7:0][7:0];
    wire g[7:0][7:0];
    assign p[2][1] = a[2][1] | a[1][2];
    assign g[2][1] = a[2][1] & a[1][2];
    generate
        for(i=3; i<7; i=i+1)
        begin
            for(j=0; j<i; j=j+1)
            begin
                assign p[i][j] = a[i][j] | a[j][i];
                assign g[i][j] = a[i][j] & a[j][i];
            end
        end
    endgenerate
    generate
        for(j=0;j<5;j=j+1)
        begin
            assign p[7][j] = a[7][j] | a[j][7];
            assign g[7][j] = a[7][j] & a[j][7];
        end
    endgenerate
    wire r1[10:0], r2[10:0], r3[10:0];
    assign r1[0] = p[3][0];
    assign r2[0] = p[2][1];
    HA          h1(r1[1], r3[2], p[4][0], p[3][1]);
    FA          f1(r1[2], r3[3], p[5][0], p[4][1], p[3][2]);
    comp4x2  c1(r1[3], r3[4], p[6][0], p[5][1], p[4][2], a[3][3]);
    comp4x2  c2(r1[4], r3[5], p[7][0], p[6][1], p[5][2], p[4][3]);
    comp4x2  c3(r1[5], r3[6], p[7][1], p[6][2], p[5][3], a[4][4]);
    FA          f2(r1[6], r3[7], p[7][2], p[6][3], p[5][4]);
    FA          f3(r1[7], r3[8], p[7][3], p[6][4], a[5][5]);
    HA          h2(r1[8], r2[9], p[7][4], p[6][5]);
    HA          h3(r1[9], r3[10],a[7][5], a[5][7]);
    assign r1[10] = a[7][6];
    assign r2[10] = a[6][7];
    assign r3[9] = a[6][6];
    assign r3[0] = g[3][0] | g[2][1];
    assign r3[1] = g[4][0] | g[3][1];
    assign r2[1] = a[2][2];
    assign r2[2] = g[5][0] | g[4][1] | g[3][2];
    assign r2[3] = g[6][0] | g[5][1] | g[4][2];
    assign r2[4] = g[7][0] | g[6][1] | g[5][2] | g[4][3];
    assign r2[5] = g[7][1] | g[6][2] | g[5][3];
    assign r2[6] = g[7][2] | g[6][3] | g[5][4];
    assign r2[7] = g[7][3] | g[6][4];
    assign r2[8] = g[7][4] | g[6][5];
    assign r2[10] = a[6][7];
    wire last_level[0:11];
    assign w[0] = a[0][0];
    assign w[1] = a[1][0] | a[0][1]; 
    comp4x2       fn1(w[2], last_level[0], a[2][0], a[0][2], a[1][1], 1'b0);
    comp4x2       fn2(w[3], last_level[1], r1[0], r2[0], r3[0], last_level[0]);
    comp4x2       fn3(w[4], last_level[2], r1[1], r2[1], r3[1], last_level[1]);
    comp4x2       fn4(w[5], last_level[3], r1[2], r2[2], r3[2], last_level[2]);
    comp4x2       fn5(w[6], last_level[4], r1[3], r2[3], r3[3], last_level[3]);
    comp4x2       fn6(w[7], last_level[5], r1[4], r2[4], r3[4], last_level[4]);
    comp4x2       fn7(w[8], last_level[6], r1[5], r2[5], r3[5], last_level[5]);
    comp4x2       fn8(w[9], last_level[7], r1[6], r2[6], r3[6], last_level[6]);
    comp4x2       fn9(w[10], last_level[8], r1[7], r2[7], r3[7], last_level[7]);
    comp4x2       fn10(w[11], last_level[9], r1[8], r2[8], r3[8], last_level[8]);
    comp4x2       fn11(w[12], last_level[10], r1[9], r2[9], r3[9], last_level[9]);
    comp4x2       fn12(w[13], last_level[11], r1[10], r2[10], r3[10], last_level[10]);
    assign w[14] = a[7][7];
    assign w[15] = 1'b0;
endmodule
module image_blender_multiplier (
    input clk,
    input rst,
    input [7:0] data_in,
    input ratio_in,
    output [15:0] data_out
);
    reg [7:0] pixel;
    reg [7:0] ratio;
    wire [15:0] data_out;
    multiplier m1(data_out, pixel, ratio);
    always@(posedge clk or negedge rst)
    begin
        if(~rst)
        begin
            pixel <= 0;
            ratio <= 0;
        end
        else
        begin
            if (ratio_in == 1'b1)
            begin
                ratio <= data_in;
                pixel <= 0;
            end
            else
            begin
                pixel <= data_in;    
                ratio <= ratio;
            end
        end
    end
endmodule
module image_blender (
    input [17:0] single_input,
    input clk,
    input rst, 
    output [7:0] data_out
);
    reg [2:0] divider_reg;
    reg [7:0] ib1_data_in;
    reg [7:0] ib2_data_in;
    reg ratio_in;
    wire [15:0] ib1_data_out;
    wire [15:0] ib2_data_out;
    reg [15:0] adder_output;
    reg [7:0] data_out;
    wire [7:0] data_in_1;
    wire [7:0] data_in_2;
    wire [1:0] state;  
    assign {state, data_in_1, data_in_2} =  single_input;
    image_blender_multiplier ib1(clk, rst, ib1_data_in, ratio_in, ib1_data_out);
    image_blender_multiplier ib2(clk, rst, ib2_data_in, ratio_in, ib2_data_out);
    always@(posedge clk or negedge rst)
    begin
        if (~rst)
        begin
            divider_reg <= 0;
            ib1_data_in <= 0;
            ib2_data_in <= 0;
            ratio_in <= 0;
        end
        else if (state == 2'b01)  
        begin
            divider_reg <= data_in_1[2:0];
            ib1_data_in <= 0;
            ib2_data_in <= 0;
            ratio_in <= 0;
        end
        else if (state == 2'b10)  
        begin
            ratio_in <= 1'b1;
            ib1_data_in <= data_in_1;
            ib2_data_in <= data_in_2;
        end
        else if (state == 2'b00)  
        begin
            ratio_in <= 1'b0;
            ib1_data_in <= data_in_1;
            ib2_data_in <= data_in_2;
        end
    end
    always@(posedge clk or negedge rst)
    begin
        if(~rst)
            adder_output <= 0;
        else
            adder_output <= ib1_data_out + ib2_data_out;
    end
    always@(*)
    begin
        begin
            case (divider_reg)
                3'b000: begin data_out = adder_output[8:1]; end
                3'b001: begin data_out = adder_output[9:2]; end
                3'b010: begin data_out = adder_output[10:3]; end
                3'b011: begin data_out = adder_output[11:4]; end
                3'b100: begin data_out = adder_output[12:5]; end
                3'b101: begin data_out = adder_output[13:6]; end
                3'b110: begin data_out = adder_output[14:7]; end
                3'b111: begin data_out = adder_output[15:8]; end
            endcase
        end
    end
endmodule
```
==> impl_report.txt <==
RUN METRICS
----------------------------------------------------
[Run status]
  Outcome ........................ finished, final reports clean

[Detailed routing]
  DRC violation count after routing ........................ 0
  Number of diodes added for antenna fixing ........................ 0
  Via density per instance ........................ between 5 and 6
  Final antenna-violating net count ........................ 0
  Number of iterations in the first detailed-routing pass ........................ 5
  Average wire length per cell after detail routing ........................ 14.1 µm
  Final wirelength ........................ approximately 11000 µm
  Count of routing violations after the opening detailed-route iteration ........................ 276
  Number of vias in the routed layout ........................ 4178

[Synthesis]
  Area fraction in compound gates ........................ 0.276
  Logic family by area ........................ AND-OR/OR-AND gates
  Cell total in the yosys stat output ........................ approximately 570
  Register bit total from synthesis ........................ 67
  Combined area of all synthesized cells ........................ between 5000 and 6000 µm²
  Distinct cells, synth ........................ 77
  Sequential cell area fraction in the yosys report ........................ 0.330
  XORs/XNORs by Area ........................ 0.0138
  Number of enable flip-flop cells ........................ 0
  Area fraction in and, or, nand and nor cells after synthesis ........................ 0.171
  Mux frac, synth ........................ 0.0564
  Post-synth area from yosys stat ........................ between 5000 and 6000 µm²
  Number of synthesis warnings ........................ 3
  Average instance area after synthesis ........................ 8.90 µm²
  Adder-cell area share of the yosys netlist ........................ 0.0788
  Commonest flop ........................ sky130_fd_sc_hd__dfrtp_1
  Async set or reset register ratio after synthesis ........................ 1.00
  Post-synthesis instance total ........................ about 570

[Placed design]
  Post-Place Cell Area ........................ 5410 µm²
  IO Port Bufs ........................ 27
  Placed wire-length estimate ........................ just over 8000 µm
  Placer Congestion ........................ slightly below 0.9

[Worst setup path]
  Data arrival time of the worst path ........................ between 2000 and 3000 ps
  Reg-to-reg slack, setup ........................ roughly 5500 ps
  Critical path type ........................ flip-flop to output port
  Critical Path Sink Type ........................ output port
  Data required time of the critical path ........................ 7520 ps
  Slowest stage cell, crit path ........................ sky130_fd_sc_hd__dfrtp_1
  Cell with the most instances on the worst path ........................ sky130_fd_sc_hd__nand2_1
  Kind of launch point of the worst setup path ........................ flip-flop
  Maximum net fanout on the critical path ........................ 21
  Highest cell delay on the worst timing path ........................ 810 ps
  Series of cell instances along the critical path ........................ inv_1 > nand2_1 > nand2_1 > a2111oi_0 > a21oi_1 > clkdlybuf4s50_1

[Finish]
  Layout Cell Area excl Fill ........................ about 5700 µm²
  Commonest cells after routing, fill and taps aside ........................ sky130_fd_sc_hd__dfrtp_1 (67), sky130_fd_sc_hd__nand2_1 (51), sky130_fd_sc_hd__o21ai_0 (39), sky130_fd_sc_hd__nor2_1 (33), sky130_fd_sc_hd__inv_1 (32)
  Most frequently placed logic cell in the final layout ........................ sky130_fd_sc_hd__dfrtp_1
  Area grow syn2layout ........................ 12.6%
  Flip-flop count of the largest register after layout ........................ 15
  Layout cells sized above 1 ........................ 0.118
  Register with the most flip-flops ........................ adder_output

[Timing]
  Transition at the pin with the smallest max-transition slack ........................ ~720 ps
  Setup repair after global routing missed its margin ........................ false
  Final clock skew ........................ about 5.2 ps
  Minimum clock period after layout ........................ between 4000 and 5000 ps
  Worst max-slew margin expressed relative to the limit ........................ 0.517
  Top achievable clock speed ........................ 219 MHz
  Final count of negative-setup-slack endpoints ........................ 0
  Summed negative setup slack over all endpoints ........................ 0 ps
  Tcrit/Tclk final ........................ 0.486
  Pins over their slew limit ........................ 0
  Final Hold Vio Count ........................ 0

[Floorplanning]
  Total core area ........................ approximately 17000 µm²
  Die height ........................ between 100 and 150 µm
  X dimension of the die ........................ roughly 130 µm
  Fraction of the core area occupied by cells at floorplan ........................ 0.306
  Number of ports placed on the die boundary ........................ 28
  Number of rows created at floorplan ........................ between 40 and 50
  Chip area ........................ 17500 µm²

[Min path]
  Worst Hold Class ........................ flip-flop to flip-flop

[CTS]
  TritonCTS Buffers ........................ 9
  Total of hold buffers inserted after clock tree synthesis ........................ 0
  CTS H-tree lvls ........................ 3
  Number of gates resized after cts ........................ 0
  CTS clock-pin slew for the worst setup and hold paths ........................ approximately 50 ps
  Clock tree from TritonCTS ........................ built
  Buffers inserted during post-CTS setup optimization ........................ 0
  Clock insertion delay at the later pin of the skew report ........................ 330 ps
  Number of sinks on the clock net ........................ 67
  Root buffer selected by CTS ........................ sky130_fd_sc_hd__clkbuf_16
  Number of buffers on the longest clock path ........................ 2

[Run]
  Max capacitance violation total ........................ 0
  Tool warnings ........................ 25

[Global route]
  Pin count of the biggest net entering global routing ........................ 37
  First-pass GRT wire length ........................ ~19000 µm
  Total grt overflow ........................ 0
  Number of global-route vias before repair ........................ about 3800
  Tot GR Track Use ........................ 0.134
  Initial antenna violation count ........................ 0

[Pwr]
  Total power divided by cell area ........................ just over 200 nW/µm²
  Leakage Power ........................ ~2.4 nW
  VDD IR-drop max ........................ 0.000140 V

----------------------------------------------------
==> cell type report <==
class / instances / area (µm²)
tap: 220 / 275
timing repair buffer: 32 / 303
multi-input combinational: 422 / 3030
clock inverter: 5 / 60.1
fill: 1693 / 10900
inverter: 33 / 124
sequential: 67 / 1680
clock buffer: 11 / 253
==> power by group <==
part | switching, mW | internal [mW]
logic | 0.208 | 0.211
registers | 0.0897 | 0.338
clock network | 0.120 | 0.220
total | 0.418 | 0.770
==> critical path: cells and delay by family, from the launching register on <==
family	cells	cell delay [ps]
flops	1	810
simple gates	2	250
compound gates	2	470
buf+inv	2	830
==> metal layers <==
layer,wire [µm],vias to the layer above,GRT usage
li1,-,2093,-
met1,5540,1945,0.212
met2,4960,129,0.202
met3,527,11,0.0181
met4,128,0,0.0181
met5,0,-,0
==> final timing paths <==
| kind | startpoint | cells after the start | to |
|---|---|---|---|
| max in group asynchronous | rst | 2 | ib1_data_in[0] |
| min in group asynchronous | rst | 1 | ib2_data_in[3] |
| worst min-delay path | ib2_data_in[5] | 1 | ib2.pixel[5] |
| worst min register to register | ib2_data_in[5] | 1 | ib2.pixel[5] |
| worst max-delay path | divider_reg[0] | 6 | data_out[2] |
| worst max register to register | ib1.ratio[0] | 14 | adder_output[15] |
==> synthesized netlist by cell type (19+ instances only) <==
cell	n	share of area
sky130_fd_sc_hd__dfrtp_1	67	0.33
sky130_fd_sc_hd__nand2_1	51	0.038
sky130_fd_sc_hd__o21ai_0	39	0.038
sky130_fd_sc_hd__nor2_1	33	0.024
sky130_fd_sc_hd__inv_1	32	0.024
sky130_fd_sc_hd__nand3_1	27	0.027
sky130_fd_sc_hd__a22o_1	25	0.043
sky130_fd_sc_hd__a21oi_1	24	0.024
sky130_fd_sc_hd__a22oi_1	21	0.031
sky130_fd_sc_hd__buf_2	20	0.020
sky130_fd_sc_hd__ha_1	20	0.049
sky130_fd_sc_hd__nor2b_1	19	0.023
==> cell families after synthesis <==
logic type,after synthesis
simple gates,179
xor+xnor,8
fa+ha+maj,28
flops,67
mux,24
buf+inv,82
compound gates,183
==> metrics by stage <==
step	setup slack (ps)	std cells	hold WS (ps)	utilization	power [mW]
after CTS	4860	790	513	0.345	1.20
after global placement	5190	774	499	0.326	0.847
final	4830	790	506	0.345	1.19
after detailed placement	5220	774	501	0.326	0.847
after floorplan	5860	571	476	-	0.729
after global routing	4620	790	545	0.345	1.27
Power and IR drop assume default switching activity.
